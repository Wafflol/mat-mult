[/design/flow/config.mk]
export PLATFORM = sky130hd
export DESIGN_NAME = systolic
export DESIGN_NICKNAME = systolic
export VERILOG_FILES = /design/flow/design.v
export SDC_FILE = /design/flow/constraint.sdc
export NUM_CORES = 4
export LEC_CHECK = 1
export CORE_UTILIZATION = 50
export SYNTH_HDL_FRONTEND = slang
[/design/flow/constraint.sdc]
current_design systolic

set clk_period 10.0
set clk_io_pct 0.2

create_clock -name clk0 -period $clk_period [get_ports {clk}]

set non_clock_inputs [all_inputs -no_clocks]
set_input_delay [expr $clk_period * $clk_io_pct] -clock clk0 $non_clock_inputs
set_output_delay [expr $clk_period * $clk_io_pct] -clock clk0 [all_outputs]
[/design/flow/design.v]
module mac #(
    parameter WIDTH = 8
) (
    input logic [WIDTH-1 : 0] a_in, b_in,
    input logic valid_a, valid_b, reset, clk,
    output logic [WIDTH-1 : 0] a_out, b_out,
    output logic [WIDTH*4-1 : 0] acc_out,
    output logic valid_a_out, valid_b_out
);
    logic [WIDTH*2-1 : 0] x;
    always_comb begin : multiply
        x = a_in * b_in;
    end
    always_ff @(posedge clk) begin : valid_reg
        if (~reset) begin
            valid_a_out <= 0;
            valid_b_out <= 0;
        end
        else begin
            valid_a_out <= valid_a;
            valid_b_out <= valid_b;
        end
    end
    always_ff @(posedge clk) begin : accumulator
        if (~reset) begin
            a_out   <= 0;
            b_out   <= 0;
            acc_out <= 0;
        end
        else begin
            if (valid_a && valid_b) begin
                a_out <= a_in;
                b_out <= b_in;
            end
            if (valid_a && valid_b)
                acc_out <= acc_out + x;
        end
    end
endmodule
module systolic #(SIZE = 4) (
    input logic clk, reset,
    input logic [7:0] a_in [SIZE],
    input logic [7:0] b_in [SIZE],
    input logic valid_a [SIZE],
    input logic valid_b [SIZE],
    output logic [32-1:0] out [SIZE] [SIZE]
    );
    logic [7:0] a_out [SIZE] [SIZE-1];
    logic valid_a_out [SIZE] [SIZE-1];
    logic [7:0] b_out [SIZE-1] [SIZE];
    logic valid_b_out [SIZE-1] [SIZE];
    mac topLeft(
        .a_in(a_in[0]),
        .valid_a(valid_a[0]),
        .b_in(b_in[0]),
        .valid_b(valid_b[0]),
        .a_out(a_out[0][0]),
        .valid_a_out(valid_a_out[0][0]),
        .b_out(b_out[0][0]),
        .valid_b_out(valid_b_out[0][0]),
        .acc_out(out[0][0]),
        .*
    );
    mac topRight(
        .a_in(a_out[0][SIZE-2]),
        .valid_a(valid_a_out[0][SIZE-2]),
        .b_in(b_in[SIZE-1]),
        .valid_b(valid_b[SIZE-1]),
        .a_out(),
        .valid_a_out(),
        .b_out(b_out[0][SIZE-1]),
        .valid_b_out(valid_b_out[0][SIZE-1]),
        .acc_out(out[0][SIZE-1]),
        .*
    );
    mac bottomLeft(
        .a_in(a_in[SIZE-1]),
        .valid_a(valid_a[SIZE-1]),
        .b_in(b_out[SIZE-2][0]),
        .valid_b(valid_b_out[SIZE-2][0]),
        .a_out(a_out[SIZE-1][0]),
        .valid_a_out(valid_a_out[SIZE-1][0]),
        .b_out(),
        .valid_b_out(),
        .acc_out(out[SIZE-1][0]),
        .*
    );
    mac bottomRight(
        .a_in(a_out[SIZE-1][SIZE-2]),
        .valid_a(valid_a_out[SIZE-1][SIZE-2]),
        .b_in(b_out[SIZE-2][SIZE-1]),
        .valid_b(valid_b_out[SIZE-2][SIZE-1]),
        .a_out(),
        .valid_a_out(),
        .b_out(),
        .valid_b_out(),
        .acc_out(out[SIZE-1][SIZE-1]),
        .*
    );
    genvar i,j, k, l;
    generate
        for (i = 1; i < SIZE-1; i = i + 1) begin : g_systolic_row
            mac row0MAC(
                .a_in(a_out[0][i-1]),
                .valid_a(valid_a_out[0][i-1]),
                .b_in(b_in[i]),
                .valid_b(valid_b[i]),
                .a_out(a_out[0][i]),
                .valid_a_out(valid_a_out[0][i]),
                .b_out(b_out[0][i]),
                .valid_b_out(valid_b_out[0][i]),
                .acc_out(out[0][i]),
                .*
            );
            mac rowLastMAC(
                .a_in(a_out[SIZE-1][i-1]),
                .valid_a(valid_a_out[SIZE-1][i-1]),
                .b_in(b_out[SIZE-2][i]),
                .valid_b(valid_b_out[SIZE-2][i]),
                .a_out(a_out[SIZE-1][i]),
                .valid_a_out(valid_a_out[SIZE-1][i]),
                .b_out(),
                .valid_b_out(),
                .acc_out(out[SIZE-1][i]),
                .*
            );
        end
        for (j = 1; j < SIZE-1; j = j + 1) begin : g_systolic_col
            mac col0MAC(
                .a_in(a_in[j]),
                .valid_a(valid_a[j]),
                .b_in(b_out[j-1][0]),
                .valid_b(valid_b_out[j-1][0]),
                .a_out(a_out[j][0]),
                .valid_a_out(valid_a_out[j][0]),
                .b_out(b_out[j][0]),
                .valid_b_out(valid_b_out[j][0]),
                .acc_out(out[j][0]),
                .*
            );
            mac colLastMAC(
                .a_in(a_out[j][SIZE-2]),
                .valid_a(valid_a_out[j][SIZE-2]),
                .b_in(b_out[j-1][SIZE-1]),
                .valid_b(valid_b_out[j-1][SIZE-1]),
                .a_out(),
                .valid_a_out(),
                .b_out(b_out[j][SIZE-1]),
                .valid_b_out(valid_b_out[j][SIZE-1]),
                .acc_out(out[j][SIZE-1]),
                .*
            );
        end
        for (k = 1; k < SIZE - 1; k = k + 1) begin : g_center_row
            for (l = 1; l < SIZE - 1; l = l + 1) begin : g_center_col
                mac mainSystolic(
                    .a_in(a_out[k][l-1]),
                    .valid_a(valid_a_out[k][l-1]),
                    .b_in(b_out[k-1][l]),
                    .valid_b(valid_b_out[k-1][l]),
                    .a_out(a_out[k][l]),
                    .valid_a_out(valid_a_out[k][l]),
                    .b_out(b_out[k][l]),
                    .valid_b_out(valid_b_out[k][l]),
                    .acc_out(out[k][l]),
                    .*
                );
            end
        end
    endgenerate
endmodule
[/design/flow/run.sh]
#!/bin/bash
# OpenROAD 26Q1-2900-gdf79404cd8, Yosys 0.63+post, stock flow scripts
make -C /OpenROAD-flow-scripts/flow DESIGN_CONFIG=/design/flow/config.mk WORK_HOME=/design/flow/orfs finish
==> impl_metrics.csv <==
group,metric,value,unit
run_status,run_status,"finished clean",
clock_tree,count_of_hold_buffers_inserted_by_post_cts_repair,0,
die,dieHeight,376.5,um
timing,setup-tns-final,0,ns
power_and_ir_drop,switching_power,2146,uW
route,via_count,55820,
power_and_ir_drop,maximum_resistive_drop_on_vdd,165.9,uV
power_and_ir_drop,power_frac_seq,0.390,
power_and_ir_drop,clockPowerShare,0.475,
logic_synthesis,synth_seq_share,0.2078,
clock_tree,cts_tree,"done",
global_routing,grt_pass1_vias,55130,
logic_synthesis,yosys-top-cells-area,"sky130_fd_sc_hd__fa_1 (23%), sky130_fd_sc_hd__dfxtp_1 (21%), sky130_fd_sc_hd__ha_1 (12%), sky130_fd_sc_hd__inv_1 (8.3%), sky130_fd_sc_hd__nand2_1 (7.5%)",
job,log.warning_count,27,
logic_synthesis,yosys_area,70140,um2
power_and_ir_drop,static-leakage-power,0.03767,uW
global_routing,antenna_found_initial,11,
place,detailed_place_hpwl,146000,um
timing,fin_skew,0.02938,ns
route,route.detailed.drc,0,
route,initialDrtViolationCount,2512,
route,post_drt_via_cell_ratio,5.125,
route,drt.antenna.violating_nets,0,
timing,timing.fmax,0.1538,GHz
logic_synthesis,syn-mean-instance-area,8.165,um2
clock_tree,post_cts.repair.setup_buffers,0,
global_routing,grt_start_max_net_pins,122,
cells_and_area,final-seq-area,14570,um2
logic_synthesis,cell_taking_the_most_area_after_synthesis,"sky130_fd_sc_hd__fa_1",
timing,finalClockPeriodUsage,0.6503,
clock_tree,clk_transition_reported_paths,0.06,ns
clock_tree,cts_root_buf,"sky130_fd_sc_hd__clkbuf_16",
global_routing,grt_pass1_wl,301400,um
critical_path,rrSetupSlack,4.46,ns
clock_tree,ctsHtreeMaxLevel,3,
critical_path,cp_data_required_time,10.57,ns
global_routing,globalRouteTotalUtil,0.2825,
job,max_cap_violations,0,
place,port_buffers,585,
critical_path,crit_arrival,7.07,ns
power_and_ir_drop,cellInternalPower,5526,uW
clock_tree,cts_inserted_buffers,92,
die,floorplan.io_pins,586,
critical_path,crit_path_start_kind,"input port",
timing,layout_min_cycle_time,6.503,ns
cells_and_area,final_layout_size_suffix_gt1_frac,0.02907,
critical_path,crit_type,"in -> reg",
logic_synthesis,yosys_warnings,0,
logic_synthesis,ys_async_sr_fraction,0,
logic_synthesis,top_cell_area_share,0.2283,
timing,timing_max_transition_violations_final,0,
die,die.size.x,376.5,um
timing,tightestPinTransition,0.8938,ns
route,drtPass1Iterations,6,
route,detail_route.wl_per_cell,17.09,um
global_routing,globalRouteOverflowTotal,0,
hold_path,hold_start,"topRight.acc_out[3]",
timing,timing.final.hold_violations,0,
place,detailed_place.area,77300,um2
place,dp.cells,10720,
clock_tree,post_cts_resized,0,
clock_tree,clockBufferDepth,3,
hold_path,hold-path-endpoint,"topRight.acc_out[3]",
cells_and_area,combGateArea,48250,um2
critical_path,worst-r2r-cell-count,16,
die,die-area,141800,um2
logic_synthesis,yosys_cells,8590,
hold_path,hold-path-cell-count,2,
die,floorplan.core_area,139400,um2
logic_synthesis,synth_cells,8590,
logic_synthesis,post_synth_num_cell_types,88,
timing,maxSlewHeadroom,0.3992,
die,floorplan.rows,137,
timing,unrepaired_setup_endpoints_after_global_routing,"no",
logic_synthesis,mappedNetlistArea,70140,um2
cells_and_area,area_delta_synth_final,14.91,%
power_and_ir_drop,power.share.combinational,0.135,
cells_and_area,fin_cells,10890,
die,initial_utilization,0.5033,
critical_path,critPathCaptureType,"flop",
place,routability_congestion,0.9243,
critical_path,crit-reg2reg-launch,"g_systolic_col[2].col0MAC.a_out[6]",
clock_tree,insertion_delay,0.72,ns
logic_synthesis,ys_ff,728,
route,wirelength,186200,um
power_and_ir_drop,p_sw_frac,0.2797,
hold_path,min-delay-path-class,"reg -> reg",
critical_path,crit_path_max_fanout,11,
power_and_ir_drop,power-per-cell-area,95.19,nW/um2
cells_and_area,area_of_all_placed_cells_without_fillers,80600,um2
clock_tree,clock_sinks,728,
cells_and_area,fill_cells,12450,
logic_synthesis,synthFlopType,"sky130_fd_sc_hd__dfxtp_1",
logic_synthesis,number_of_enable_type_register_cells_in_the_synthesized_netlist,0,
timing,setup_viol,0,
## worst max-delay path by stage
stage,start,end,slack [ns],depth (start not counted)
4_1_cts,a_in[14],g_systolic_col[2].col0MAC.acc_out[23],3.57,17
5_1_grt,a_in[6],bottomLeft.acc_out[22],3.17,18
6_report,b_in[0],topRight.acc_out[23],3.50,17
## metal layers
layer  part of all wire  GRT usage  wire length (um)
met1               0.43     0.4019             79760
met3              0.089     0.1009             16510
met5             0.0015   0.008233               287
met4              0.027    0.06044              5061
met2               0.45     0.4305             84540
## state kept, by name, indices dropped and copies added, names as in the netlist, 4 cells and up
signal                                              count
g_systolic_col.colLastMAC.b_out                        16
g_systolic_row.row0MAC.a_out                           16
bottomLeft.a_out                                        8
g_systolic_row.rowLastMAC.acc_out                      64
topRight.b_out                                          8
topLeft.a_out                                           8
topRight.acc_out                                       32
topLeft.b_out                                           8
g_systolic_row.row0MAC.acc_out                         64
g_center_row.g_center_col.mainSystolic.valid_b_out      4
g_systolic_col.col0MAC.a_out                           16
g_center_row.g_center_col.mainSystolic.a_out           32
g_systolic_col.col0MAC.acc_out                         64
bottomLeft.acc_out                                     32
bottomRight.acc_out                                    32
g_systolic_col.colLastMAC.acc_out                      64
g_systolic_row.rowLastMAC.a_out                        16
g_center_row.g_center_col.mainSystolic.b_out           32
g_systolic_row.row0MAC.b_out                           16
g_center_row.g_center_col.mainSystolic.acc_out        128
g_center_row.g_center_col.mainSystolic.valid_a_out      4
topLeft.acc_out                                        32
g_systolic_col.col0MAC.b_out                           16
## layout by cell type, fill, tap and decap left out, drive strengths merged, types with 28 or more instances in the layout
master,instances
a211oi,63
a21o,104
a21oi,593
and2,631
and3,58
buf,53
clkbuf,119
clkdlybuf4s50,584
clkinv,30
dfxtp,728
fa,800
ha,656
inv,1565
nand2,1396
nand2b,45
nand3,133
nand4,46
nor2,339
nor2b,31
nor3,58
o211ai,28
o21a,40
o21ai,239
or3,61
xnor2,179
xor2,111
## worst max-delay path: stages
cell and delay, ns:
sky130_fd_sc_hd__clkdlybuf4s50_1 0.65, sky130_fd_sc_hd__nand2_1 0.12, sky130_fd_sc_hd__fa_1 0.51, sky130_fd_sc_hd__inv_1 0.05
sky130_fd_sc_hd__fa_1 0.51, sky130_fd_sc_hd__inv_1 0.06, sky130_fd_sc_hd__fa_1 0.48, sky130_fd_sc_hd__fa_1 0.50
sky130_fd_sc_hd__inv_1 0.04, sky130_fd_sc_hd__ha_1 0.33, sky130_fd_sc_hd__o21ai_0 0.16, sky130_fd_sc_hd__a21oi_1 0.16
sky130_fd_sc_hd__o31ai_1 0.45, sky130_fd_sc_hd__o21ai_2 0.18, sky130_fd_sc_hd__a21boi_1 0.59, sky130_fd_sc_hd__or4_1 0.21
sky130_fd_sc_hd__a21oi_1 0.06
## power groups by stage
stage	clock network [uW]	logic, uW	registers [uW]
after global routing	3840	1200	3000
final	3640	1040	2990
after CTS	3740	1050	2990
## area by class of cell
type                    count  area share
inverters                1560     0.07275
clock inverters            55    0.008926
flip-flops and latches    728      0.1808
clock buffers             118     0.03189
multi-input cells        5914      0.5987
well taps                1876     0.02912
diodes                      1  0.00003105
repair buffers            638     0.07779
## cell families after synthesis
kind of cell    share of synthesized area
xor+xnor                          0.03621
compound gates                     0.1092
simple gates                       0.1939
buf+inv                            0.1044
fa+ha+maj                          0.3454
flops                              0.2078
mux                              0.003140
## Yosys cell counts (23+ instances only)
cell type,instances
sky130_fd_sc_hd__or3_1,61
sky130_fd_sc_hd__o21a_1,40
sky130_fd_sc_hd__nor2_1,339
sky130_fd_sc_hd__and3_1,56
sky130_fd_sc_hd__nand2_1,1395
sky130_fd_sc_hd__fa_1,800
sky130_fd_sc_hd__o211ai_1,28
sky130_fd_sc_hd__o21ai_0,230
sky130_fd_sc_hd__a21o_1,104
sky130_fd_sc_hd__a211oi_1,62
sky130_fd_sc_hd__dfxtp_1,728
sky130_fd_sc_hd__nor3_1,57
sky130_fd_sc_hd__nand4_1,46
sky130_fd_sc_hd__nand3_1,132
sky130_fd_sc_hd__xnor2_1,179
sky130_fd_sc_hd__ha_1,656
sky130_fd_sc_hd__o31ai_1,23
sky130_fd_sc_hd__a21oi_1,593
sky130_fd_sc_hd__and2_1,631
sky130_fd_sc_hd__inv_1,1560
sky130_fd_sc_hd__a31oi_1,25
sky130_fd_sc_hd__clkbuf_1,365
sky130_fd_sc_hd__nor2b_1,31
sky130_fd_sc_hd__xor2_1,111
sky130_fd_sc_hd__nand2b_1,45
## per-stage QoR
stage / hold WS [ns] / util / power [uW] / worst slack [ns]
after floorplan: 0.4296 / - / 3772 / 3.723
after global placement: 0.4578 / 0.5547 / 4093 / 2.885
after detailed placement: 0.4579 / 0.5547 / 4097 / 2.801
after CTS: 0.4710 / 0.5783 / 7787 / 3.575
after global routing: 0.4879 / 0.5783 / 8039 / 3.174
final: 0.4682 / 0.5783 / 7672 / 3.497
Power and IR drop assume default switching activity.
