[/design/flow/design.v]
module mac_old #(
    parameter WIDTH = 8
) (
    input logic [WIDTH-1 : 0] a_in, b_in,
    input logic valid_a, valid_b, reset, clk,
    output logic [WIDTH-1 : 0] a_out, b_out,
    output logic [WIDTH*4-1 : 0] acc_out,
    output logic valid_a_out, valid_b_out
);
    logic [WIDTH*2-1 : 0] x;
    logic [WIDTH-1 : 0] a, b, a_next, b_next;
    logic valid_a_0, valid_a_1;
    logic valid_b_0, valid_b_1;
    always_ff @(posedge clk) begin : valid_shift_reg
        if (~reset) begin
            valid_a_0   <= 0;
            valid_a_1   <= 0;
            valid_a_out <= 0;
            valid_b_0   <= 0;
            valid_b_1   <= 0;
            valid_b_out <= 0;
        end
        else begin
            valid_a_0   <= valid_a;
            valid_a_1   <= valid_a_0;
            valid_a_out <= valid_a_1;
            a_next      <= a;
            a_out       <= a_next;
            valid_b_0   <= valid_b;
            valid_b_1   <= valid_b_0;
            valid_b_out <= valid_b_1;
            b_next      <= b;
            b_out       <= b_next;
        end
    end
    always_ff @(posedge clk) begin : pipeline
        if (~reset) begin
            a <= 0;
            b <= 0;
            x <= 0;
            acc_out <= 0;
        end
        else begin
            if (valid_a && valid_b) begin
                a <= a_in;
                b <= b_in;
            end
            if (valid_a_0 && valid_b_0)
                x <= a * b;
            if (valid_a_1 && valid_b_1)
                acc_out <= acc_out + x;
        end
    end
endmodule
[/design/flow/run.sh]
#!/bin/bash
# OpenROAD 26Q1-2900-gdf79404cd8, Yosys 0.63+post, stock flow scripts
make -C /OpenROAD-flow-scripts/flow DESIGN_CONFIG=/design/flow/config.mk WORK_HOME=/design/flow/orfs finish
[/design/flow/config.mk]
export PLATFORM = sky130hd
export DESIGN_NAME = mac_old
export DESIGN_NICKNAME = mac_old
export VERILOG_FILES = /design/flow/design.v
export SDC_FILE = /design/flow/constraint.sdc
export NUM_CORES = 4
export LEC_CHECK = 1
export CORE_UTILIZATION = 30
export SYNTH_HDL_FRONTEND = slang
[/design/flow/constraint.sdc]
current_design mac_old

set clk_period 7.3
set clk_io_pct 0.2

create_clock -name clk0 -period $clk_period [get_ports {clk}]

set non_clock_inputs [all_inputs -no_clocks]
set_input_delay [expr $clk_period * $clk_io_pct] -clock clk0 $non_clock_inputs
set_output_delay [expr $clk_period * $clk_io_pct] -clock clk0 [all_outputs]
==> qor.yml <==
final_max_slew_viol_count: 0
worstReg2RegStart: "b[7]"
antenna_cells: 0
endpoint_kind: "flop"
top_area_frac: 0.2129
fp_util: 0.3092
hold_class: "flop to flop"
arrival_ps: 4800
top_cell: "nand2_1"
topCellsByArea: "dfxtp_1, edfxtp_1, fa_1"
cap_violations: 0
p_clk_frac: 0.423
coreArea_um2: 21290
rsz0062_at_grt: "false"
die_w_um: 150.1
nFillCells: 2087
grt_overflow: 0
p_leak_uw: 0.003232
syn_inst: 689
irDropWorstVdd_v: 0.0001056
ys_top_cells_by_count: "nand2_1, and2_1, dfxtp_1"
synth_area_leader_cell: "dfxtp_1"
startpoint_type: "flop"
numClockSinks: 102
preCtsSetupSlack_ps: 2680
startpoint: "b[7]"
post-route-util: 0.3667
period_minus_slack_ps: 4561
p_sw_frac: 0.2186
ioPinCount: 70
antenna_left: 0
dr.pass1.iters: 5
dpl.hpwl_mm: 10.25
drc_errors: 0
dr_total_vias: 4900
fin_skew_ps: 8.415
area_growth_pct: 18.59
switchingPower_uw: 258.1
clock.fmax_mhz: 219.2
yosys-stat-area_um2: 6581
grt_pass1_wl_mm: 22.96
tns_ps: 0
tritoncts: "built"
seqPwrFrac: 0.521
finalCritPeriodShare: 0.6248
htree_levels: 3
dieHeight_um: 150.1
outcome: "finished clean"
ys_cells: 689
power_density_nw_per_um2: 151.3
edf_count: 32
synthDistinctLibCells: 58
ys.flops: 102
drive_gt1_frac: 0.04267
antenna_found_initial: 0
power.internal_uw: 922.5
post_cts_buffers: 0
cts-buffers-inserted: 9
synthArstFlopShare: 0
stdcell_count: 1025
max_slew.worst_pin.slew_ps: 765.4
clkSlewWorstSetupHoldPaths_ps: 70
wl_mm: 13.42
clk_latency_ps: 350
syn-cell-area_um2: 6581
ys_seq_frac: 0.3589
grt_pass1_vias: 4642
drt_iter0_drc: 233
hp-start: "a_next[2]"
power_uw: 1181
gp_congestion: 0.8567
max_slew_margin: 0.4885
track_usage: 0.1294
die-area_um2: 22530
crit_type: "flop to flop"
hold_viol_final: 0
postCtsResizedCells: 0
syn_avg_cell_area_um2: 9.552
dpl.cell_count: 1009
io_buffers: 69
combPwrFrac: 0.056
crit_path_max_fanout: 10
holdBufCountCts: 0
yosys_warnings: 0
row_count: 53
finalSetupViolCount: 0
worst_slack_ps: 2739
required_ps: 7540
via_per_inst: 4.780
wl_per_cell_um: 13.09
clock_path_buffers: 2
ff_type: "dfxtp_1"
grt_max_degree: 81
tool_warnings: 25
cts_root_buf: "clkbuf_16"
==> flip-flops by register name, summed over array words and instances (netlist names), 8 cells and up <==
register  flops
b_out         8
a_next        8
acc_out      32
a_out         8
a             8
b_next        8
x            16
b             8
==> final cells by class <==
class                      instances  area (um2)  area share
sequential                       102        2362      0.3027
clock buffer                      11       254.0     0.03254
multi-input combinational        507        3884      0.4976
tap                              275       344.1     0.04408
clock inverter                     5       55.05    0.007054
inverter                          54       202.7     0.02597
timing repair buffer              71       703.2     0.09009
==> worst paths after layout <==
check | endpoint | slack [ps] | depth (start not counted)
max | x[15] | 2740 | 16
min | a_out[2] | 420 | 0
max reg2reg | x[15] | 2740 | 16
min reg2reg | a_out[2] | 420 | 0
==> routing by layer <==
metal  up-vias  part of all wire  global-route usage
li1       2486                 -                   -
met5         -                 0                   0
met3        12             0.031             0.01978
met2        57              0.44              0.1919
met1      2345              0.51              0.2107
met4         0             0.013             0.01414
==> worst max-delay path: stages, from the launching register on <==
cell and delay, ps:
dfxtp_1 500, nand2_1 130, fa_1 530, fa_1 560
inv_1 60, fa_1 530, inv_1 50, fa_1 520
inv_1 40, ha_1 320, o21ai_0 90, a21oi_1 90
o41ai_1 460, o21ai_0 200, xnor2_1 180, nand2_1 70
o211a_1 140
==> power by group through the flow <==
stage	clock, uW	sequential [uW]	combinational [uW]
finish	499	616	65.5
CTS	514	616	67.5
global route	536	618	75.5
==> logic make-up after synthesis <==
| family | Yosys count | share of synthesized area |
|---|---|---|
| AND-OR/OR-AND | 142 | 0.1498 |
| adder cells (fa/ha/maj) | 89 | 0.2114 |
| multiplexers | 1 | 0.001521 |
| flip-flops | 102 | 0.3589 |
| AND/OR/NAND/NOR | 253 | 0.1981 |
| buffers and inverters | 80 | 0.05095 |
| XOR/XNOR | 22 | 0.02928 |
==> cell usage in the layout (no fill, tap or decap), types with 20 or more instances in the layout <==
master / count
a21boi_0: 25
edfxtp_1: 32
ha_1: 52
and2_1: 72
a21oi_1: 20
clkdlybuf4s50_1: 68
dfxtp_1: 70
inv_1: 54
fa_1: 37
nand3_1: 25
nand2_1: 93
o21ai_0: 23
==> metrics by stage <==
step | hold slack (ps) | instance area, um2
CTS | 420.0 | 7805
global route | 426.2 | 7805
floorplan | 400.3 | 6581
global placement | 400.6 | 7496
finish | 419.3 | 7805
detailed placement | 404.5 | 7496
Power figures rest on the tool's default switching activity, not on a simulated workload.
